File: design.v
`timescale 1ns / 1ps
module debouncer(input raw, clk,
						output reg clean = 0
    );
	 parameter N = 19;  
	 reg [N:0] count;
	 always @(posedge clk) 
		begin
			count <= (raw != clean ) ? count + 1 : 0;
			clean <= (count[N] == 1) ? raw : clean;
		end
endmodule
File: run.sh
#!/bin/bash
# OpenROAD 26Q1-2900-gdf79404cd8, Yosys 0.63+post, stock flow scripts
make -C /OpenROAD-flow-scripts/flow DESIGN_CONFIG=/design/flow/config.mk WORK_HOME=/design/flow/orfs finish
File: config.mk
export PLATFORM = sky130hd
export DESIGN_NAME = debouncer
export DESIGN_NICKNAME = debouncer
export VERILOG_FILES = /design/flow/design.v
export SDC_FILE = /design/flow/constraint.sdc
export NUM_CORES = 4
export LEC_CHECK = 1
export CORE_AREA = 10 10 96 96
export DIE_AREA = 0 0 106 106
File: constraint.sdc
current_design debouncer

set clk_period 4.4
set clk_io_pct 0.2

create_clock -name clk0 -period $clk_period [get_ports {clk}]

set non_clock_inputs [all_inputs -no_clocks]
set_input_delay [expr $clk_period * $clk_io_pct] -clock clk0 $non_clock_inputs
set_output_delay [expr $clk_period * $clk_io_pct] -clock clk0 [all_outputs]
==> flow_metrics.env <==
# source this file to load flow results
export IMPL_dpl_cell_area_um2=1050
export IMPL_min_path_type="reg2reg"
export IMPL_required_ns=4.59
export IMPL_postSynthSeqShare_pct=47.4
export IMPL_endpoint_kind="flip-flop"
export IMPL_fin_crit_sh_pct=45.3
export IMPL_syn_to_final_growth_pct=20.6
export IMPL_syn_area_um2=907
export IMPL_drive_gt1_share_pct=8.57
export IMPL_die_area_um2=11200
export IMPL_io_buffers=2
export IMPL_tritoncts="yes"
export IMPL_fmax_mhz=502
export IMPL_rrSetupSlack_ns=2.41
export IMPL_logic_area_um2=450
export IMPL_powerDensity_nw_per_um2=301
export IMPL_top_area_share_pct=44.1
export IMPL_warnings=25
export IMPL_ys_ff=21
export IMPL_final_area_um2=1090
export IMPL_h_tree_depth=1
export IMPL_skew_ns=0.00279
export IMPL_rows=31
export IMPL_antenna_found_initial=0
export IMPL_antenna_left=0
export IMPL_drt_total_wl_mm=1.52
export IMPL_outcome="completed"
export IMPL_maxSlewHeadroom_pct=73.3
export IMPL_crit_path_start_kind="flip-flop"
export IMPL_cap_violations=0
export IMPL_hold_viol=0
export IMPL_numClockSinks=21
export IMPL_core_um2=7210
export IMPL_grt_pass1_vias=634
export IMPL_cts_path_max_buffers=2
export IMPL_drt_iter0_drc=46
export IMPL_rsz0062_at_grt="no"
export IMPL_wl_per_cell_um=7.43
export IMPL_syn_inst=101
export IMPL_route_vias_total=672
export IMPL_combinationalPowerShare_pct=2.8
export IMPL_layout_top_cells="dfxtp_1, nor2_1, xnor2_1"
export IMPL_finalCriticalPeriod_ns=1.99
export IMPL_vias_per_cell=3.29
export IMPL_die_w_um=106
export IMPL_numCtsBuffers=3
export IMPL_crit_path_top_delay_cell="or4_4"
export IMPL_criticalPathCategory="reg2reg"
export IMPL_crit_chain="nand4_1 > or4_4 > or3_1 > a21oi_1"
export IMPL_leakagePower_nw=0.315
export IMPL_arrival_ns=2.19
export IMPL_max_stage_delay_ns=0.68
export IMPL_drcViolationCount=0
export IMPL_pwr_share_clk_pct=37.3
export IMPL_switching_power_uw=68.2
export IMPL_insertedDiodeCount=0
export IMPL_tightest_slew_ns=0.397
export IMPL_yosys_stat_cells=101
export IMPL_crit_family="simple AND/OR/NAND/NOR gates"
export IMPL_initCoreUtil_pct=12.6
export IMPL_grt_pass1_wl_mm=2.74
export IMPL_grt_overflow=0
export IMPL_report_final_slew_viol_count=0
export IMPL_peakVddDrop_v=0.000110
export IMPL_clk_pin_slew_ns=0.07
export IMPL_cp_max_fo=11
export IMPL_worstSkewPairLatency_ns=0.26
export IMPL_cts_hold_buf=0
export IMPL_yosysWarnings=1
export IMPL_syn_area_per_cell_um2=8.98
export IMPL_fin_tns_setup_ns=0
export IMPL_io_pins=3
export IMPL_postCtsSetupBuffers=0
export IMPL_p_sw_share_pct=20.7
export IMPL_nFillCells=825
export IMPL_clockRootBuffer="clkbuf_8"
export IMPL_yosysUniqueCellTypes=24
export IMPL_seq_area_um2=430
export IMPL_seq_power_share_pct=59.9
export IMPL_dr_pass1_iters=4
export IMPL_crit_buf_inv=0
export IMPL_chipHeight_um=106
export IMPL_yosys_area_um2=907
export IMPL_place_detailed_hpwl_mm=1.04
export IMPL_lay_top_count="dfxtp_1"
export IMPL_internal_power_uw=261
export IMPL_final_setup_viol_count=0
export IMPL_gp_congestion=0.700
export IMPL_largest_area_cell="dfxtp_1"
export IMPL_topCellsByArea="dfxtp_1, xnor2_1, nor2_1"
export IMPL_grt_usage_pct=2.82
export IMPL_ctsResizeCount=0
export IMPL_grt_max_degree=21
worst register-to-register path: stages, from the launching register on:
cell	delay [ns]
dfxtp_1	0.40
nand4_1	0.36
or4_4	0.68
or3_1	0.36
a21oi_1	0.14
final cells by class:
class                           instances  share of cell area (%)
Inverter                                4                    1.37
Timing Repair Buffer                    3                    2.52
Sequential cell                        21                    39.4
Multi-Input combinational cell         73                    41.2
Clock inverter                          1                   0.458
Clock buffer                            3                    3.78
Tap cell                               99                    11.3
power groups by stage:
stage | Clock, mW | Combinational, mW | Sequential (mW)
after global routing | 0.138 | 0.0106 | 0.198
after CTS | 0.127 | 0.00927 | 0.197
final | 0.123 | 0.00920 | 0.197
synth_stat cells:
library cell and number:
a21oi_1 5, and3_2 1, nor4_1 4, o21ai_0 5
dfxtp_1 20, edfxtp_1 1, nand3_1 7, inv_1 4
or3_1 3, nand4_1 4, or4_1 1, clkbuf_1 3
xnor2_1 10, nor3_1 3, nand2_1 4, xor2_1 4
and4_2 1, ha_1 1, or4_4 1, nor2b_1 1
and3_1 1, nand4b_1 2, nor2_1 14, nand4_2 1
cell families (layout without fill, tap and decap cells):
logic type	count (synthesis)	after routing	share of synthesized area, %
adders and majority gates	1	1	1.38
buffers and inverters	7	11	2.90
xor gates and xnor gates	14	14	13.5
and+or+nand+nor	48	48	29.2
DFF	21	21	47.4
AOI/OAI and AO/OA	10	10	5.52
per-layer routing:
layer / up-vias / share of wire, % / global-route usage [%]
li1: 364 / - / -
met1: 302 / 55 / 3.76
met2: 6 / 38 / 4.02
met3: 0 / 6.9 / 1.65
met4: 0 / 0 / 0.193
met5: - / 0 / 0
through the flow:
| step | util [%] | worst slack (ns) | cells | power, mW | hold slack (ns) |
|---|---|---|---|---|---|
| 3_3_place_gp | 14.5 | 2.45 | 200 | 0.211 | 0.468 |
| 6_report | 15.2 | 2.41 | 204 | 0.329 | 0.477 |
| 5_1_grt | 15.2 | 2.26 | 204 | 0.346 | 0.505 |
| 4_1_cts | 15.2 | 2.39 | 204 | 0.333 | 0.480 |
| 2_1_floorplan | - | 2.76 | 101 | 0.207 | 0.443 |
| 3_5_place_dp | 14.5 | 2.44 | 200 | 0.211 | 0.461 |
sequential cells by signal (all words and copies together) (netlist names):
name and flops:
count 20, clean 1
final timing paths:
| path | startpoint | end | cells past startpoint |
|---|---|---|---|
| worst min-delay path | count[19] | clean | 0 |
| worst min register to register | count[19] | clean | 0 |
| worst max-delay path | count[4] | count[19] | 4 |
| worst max register to register | count[4] | count[19] | 4 |
Power is estimated from default activity; no workload was simulated.
