## /design/flow/design.v

```verilog
`timescale 1ns / 1ps
module counter(
    input countUp, paused, Clock,
    output [15:0] Count
    );
	 reg [35:0] TempCount = 0;
	 always @(posedge Clock)
		 begin
			 TempCount <= paused ? TempCount : (countUp ? TempCount + 32'h1 : TempCount - 32'h1);
		 end
	 assign Count[15:0] = TempCount[35:19];
endmodule
```

## /design/flow/config.mk

```make
export PLATFORM = sky130hd
export DESIGN_NAME = counter
export DESIGN_NICKNAME = counter
export VERILOG_FILES = /design/flow/design.v
export SDC_FILE = /design/flow/constraint.sdc
export NUM_CORES = 4
export LEC_CHECK = 1
export CORE_UTILIZATION = 40
```

## /design/flow/constraint.sdc

```tcl
current_design counter

set clk_period 6.5
set clk_io_pct 0.2

create_clock -name clk0 -period $clk_period [get_ports {Clock}]

set non_clock_inputs [all_inputs -no_clocks]
set_input_delay [expr $clk_period * $clk_io_pct] -clock clk0 $non_clock_inputs
set_output_delay [expr $clk_period * $clk_io_pct] -clock clk0 [all_outputs]
```

## /design/flow/run.sh

```bash
#!/bin/bash
# OpenROAD 26Q1-2900-gdf79404cd8, Yosys 0.63+post, stock flow scripts
make -C /OpenROAD-flow-scripts/flow DESIGN_CONFIG=/design/flow/config.mk WORK_HOME=/design/flow/orfs finish
```

==> impl_metrics.json <==
{
  "clkSinkCount": 35,
  "ys_cells": 304,
  "warnings": 25,
  "grt_use_total_pct": 15.78,
  "grt_pass1_wl_mm": 9.390,
  "yosys-top-cells-count": "35 x edfxtp_1, 33 x a21oi_1, 33 x ha_1, 23 x nand2_1, 21 x xnor2_1",
  "slew_violations": 0,
  "ios": 19,
  "tns_ps": 0,
  "cts-resized-gates": 0,
  "cts_tree": "done",
  "fmax_ghz": 0.2335,
  "synthAdderAreaFrac_pct": 14.40,
  "path_max_fanout": 23,
  "synth.yosys.chip_area_sq_um": 3005,
  "topCombFamilyByArea": "AND-OR/OR-AND gates",
  "start_kind": "input port",
  "setup_viol": 0,
  "antenna_found_initial": 0,
  "period_needed_ps": 4283,
  "dpl.hpwl_mm": 4.053,
  "layout_setup_ws_ps": 2217,
  "largest_reg_flops": 35,
  "hold_violations": 0,
  "max-cap-violations": 0,
  "xor_share_pct": 9.908,
  "yosys.area_share.aoi_pct": 23.31,
  "required_ps": 6540,
  "powerDensity_nw_per_um2": 535.0,
  "regToRegSetupSlack_ps": 3690,
  "antenna_cells": 0,
  "port_buffers": 18,
  "clk_latency_ps": 280,
  "grt_pass1_vias": 2016,
  "gp_congestion": 0.8426,
  "avgSynthCellArea_sq_um": 9.886,
  "topCellsByArea": "edfxtp_1 35%, ha_1 14%, xnor2_1 6.1%",
  "synthArstFlopShare_pct": 0,
  "worst_pin_slew_ps": 459.7,
  "post-place-ws_ps": 1932,
  "timing.slew.headroom_pct": 69.35,
  "drc": 0,
  "vias": 2179,
  "ys_dominant_reg_cell": "edfxtp_1",
  "postCtsSetupBuffers": 0,
  "top_regs": "TempCount (35)",
  "first_pass_iters": 4,
  "yosys.area_share.simple_pct": 10.95,
  "wl_per_cell_microns": 13.60,
  "die_width_microns": 88.68,
  "p_leak_nw": 1.287,
  "initial_core_util_pct": 41.44,
  "cts_hold_buf": 0,
  "critPathKind": "in2reg",
  "postRouteAntennaNets": 0,
  "edf_count": 35,
  "synthMuxAreaShare_pct": 0,
  "placementRows": 31,
  "synth_top_cell_by_count": "edfxtp_1",
  "syn2layout_area_growth_pct": 8.077,
  "hp-class": "reg2reg",
  "critPathCaptureType": "register",
  "seq_area_frac_synth_pct": 34.97,
  "synthCells": 304,
  "regMostFlops": "TempCount",
  "drt_iter0_drc": 92,
  "fin_crit_sh_pct": 65.89,
  "top_area_cell": "edfxtp_1",
  "die_h_microns": 88.68,
  "fin_util_pct": 44.78,
  "clockBufferDepth": 2,
  "skew_ps": 7.193,
  "ys_warn_count": 1,
  "drive_above_1_share_pct": 6.149,
  "clkSlewWorstSetupHoldPaths_ps": 70,
  "status": "finished, final reports clean",
  "syn_area_sq_um": 3005,
  "wl_mm": 5.549,
  "ys_ff": 35,
  "grt_max_degree": 36,
  "top_area_share_pct": 34.97,
  "ir_drop_mv": 0.1390,
  "coreArea_sq_um": 7253,
  "root_buffer": "clkbuf_8",
  "ys_types": 49,
  "rsz0062_at_grt": "no",
  "dieArea_sq_um": 7864,
  "grt-ovfl-total": 0,
  "crit_arrival_ps": 4320,
  "htree_levels": 2,
  "cts_buffers": 5,
  "post_drt_via_cell_ratio": 5.341
}
-- metrics by stage --
stage | instance area, sq um | hold slack [ps] | power [mW] | std cells
6_report | 3248 | 621.7 | 1.738 | 408
5_1_grt | 3248 | 646.1 | 1.910 | 408
4_1_cts | 3248 | 619.3 | 1.755 | 408
3_5_place_dp | 3176 | 602.6 | 1.592 | 402
3_3_place_gp | 3176 | 604.5 | 1.595 | 402
2_1_floorplan | 3005 | 573.3 | 1.388 | 304
-- per-layer routing --
metal	GRT usage [%]	wire, microns	share of wire, %	vias to the layer above
li1	-	-	-	1133
met5	0	0	0	-
met1	25.25	2893	52	1013
met4	1.320	67	1.2	0
met2	24.62	2431	44	27
met3	2.081	157	2.8	6
-- worst paths after layout --
path | start | endpoint | cells after the start
max | countUp | TempCount[31] | 12
max reg2reg | TempCount[0] | TempCount[34] | 9
min | TempCount[0] | TempCount[0] | 1
min reg2reg | TempCount[0] | TempCount[0] | 1
-- layout by cell type, fill, tap and decap left out, types with 3 or more instances in the layout --
| cell | netlist | routed |
|---|---|---|
| edfxtp_1 | 35 | 35 |
| a21oi_1 | 33 | 33 |
| ha_1 | 33 | 33 |
| nand2_1 | 23 | 23 |
| xnor2_1 | 21 | 21 |
| clkdlybuf4s50_1 | 0 | 18 |
| a21o_1 | 15 | 15 |
| o21ai_0 | 14 | 14 |
| nor2_1 | 13 | 13 |
| xor2_1 | 13 | 13 |
| inv_1 | 12 | 12 |
| nand3_1 | 8 | 8 |
| o21ai_1 | 6 | 6 |
| clkbuf_8 | 0 | 5 |
| o21bai_1 | 4 | 4 |
| and2_1 | 4 | 4 |
| nor2b_1 | 4 | 4 |
| nand4_1 | 4 | 4 |
| nand2b_1 | 4 | 4 |
| a41oi_2 | 3 | 3 |
-- final cells by class --
cell class	instances	area (sq um)
tap	99	123.9
clock buffer	6	72.57
fill	725	4005
sequential	35	1051
multi-input combinational	236	1760
inverter	12	45.04
timing repair buffer	20	195.2
-- cell families (layout without fill, tap and decap cells) --
logic type / after synthesis / count (layout)
XOR/XNOR: 34 / 34
adder cells (fa/ha/maj): 34 / 34
flip-flops: 35 / 35
AND-OR/OR-AND: 100 / 100
buffers and inverters: 33 / 38
AND/OR/NAND/NOR: 68 / 68
-- critical path, stage by stage --
cell	delay [ps]
clkdlybuf4s50_1	430
inv_1	350
buf_4	380
ha_1	350
a21oi_1	280
nand2_1	80
a21oi_1	170
o21ai_0	120
and3_1	210
a41oi_2	310
o211ai_1	160
xor2_1	150
-- where the power goes --
part	switching [mW]	leakage (nW)	internal [mW]
combinational	0.585	0.907	0.520
clock	0.0762	0.0371	0.0715
sequential	0.0478	0.343	0.438
total	0.709	1.29	1.03
Power figures rest on the tool's default switching activity, not on a simulated workload.
