File: run.sh
#!/bin/bash
# OpenROAD 26Q1-2900-gdf79404cd8, Yosys 0.63+post, stock flow scripts
make -C /OpenROAD-flow-scripts/flow DESIGN_CONFIG=/design/flow/config.mk WORK_HOME=/design/flow/orfs finish
File: config.mk
export PLATFORM = sky130hd
export DESIGN_NAME = display4digit
export DESIGN_NICKNAME = display4digit
export VERILOG_FILES = /design/flow/design.v
export SDC_FILE = /design/flow/constraint.sdc
export NUM_CORES = 4
export LEC_CHECK = 1
export CORE_AREA = 10 10 92 92
export DIE_AREA = 0 0 102 102
File: constraint.sdc
current_design display4digit

set clk_period 3.5
set clk_io_pct 0.2

create_clock -name clk0 -period $clk_period [get_ports {clk}]

set non_clock_inputs [all_inputs -no_clocks]
set_input_delay [expr $clk_period * $clk_io_pct] -clock clk0 $non_clock_inputs
set_output_delay [expr $clk_period * $clk_io_pct] -clock clk0 [all_outputs]
File: design.v
`timescale 1ns / 1ps
module display4digit(
    input [15:0] A,
    input clk,
    output  [7:0] segments,
    output reg [3:0] digitselect
    );
	reg [18:0] counter = 0;
	wire [1:0] toptwo;
	reg [3:0] value4bit;
	always @(posedge clk)
		begin
			counter <= counter + 1'b1;
		end
	assign toptwo[1:0] = counter[18:17];   
	always @(*)
		begin
			case(toptwo[1:0])
				2'b00: 
					begin
						digitselect <= ~4'b0001;
						value4bit <= A[3:0];
					end
				2'b01: 
					begin
						digitselect <= ~4'b0010;
						value4bit <= A[7:4];
					end
				2'b10: 
					begin
						digitselect <= ~4'b0100;
						value4bit <= A[11:8];
					end
				default:
					begin
						digitselect <= ~4'b1000;
						value4bit <= A[15:12];
					end
			endcase
		end
	HexTo7Seg myhexencoder(value4bit, segments);
endmodule
module HexTo7Seg(
    input [3:0] A,
    output reg [7:0] SevenSegValue
    );
	always @(*)
		begin
			case(A)
				4'h0: SevenSegValue <= ~8'b11111100;
				4'h1: SevenSegValue <= ~8'b01100000;
				4'h2: SevenSegValue <= ~8'b11011010;
				4'h3: SevenSegValue <= ~8'b11110010;
				4'h4: SevenSegValue <= ~8'b01100110;
				4'h5: SevenSegValue <= ~8'b10110110;
				4'h6: SevenSegValue <= ~8'b10111110;
				4'h7: SevenSegValue <= ~8'b11100000;
				4'h8: SevenSegValue <= ~8'b11111110;
				4'h9: SevenSegValue <= ~8'b11110110;
				4'hA: SevenSegValue <= ~8'b11101110;
				4'hB: SevenSegValue <= ~8'b00111110;
				4'hC: SevenSegValue <= ~8'b10011100;
				4'hD: SevenSegValue <= ~8'b01111010;
				4'hE: SevenSegValue <= ~8'b10011110;
				default: SevenSegValue <= ~8'b10001110;				
			endcase
		end
endmodule
==> ci_impl_report.md <==
## PnR job results

| Metric | Value |
|---|---|
| Post-synth design cell area | 1090 um2 |
| Status | completed |
| Cell Type Count | 33 |
| Yosys stat cell total | 109 |
| Main area contributors | dfxtp_1 (35%), xnor2_1 (9.7%), mux4_2 (8.3%), ha_1 (8.0%), nand2_1 (4.1%) |
| Hold crit path type | reg2reg |
| Slew Viols, Final | 0 |
| Worst Path Arrival | 2.75 ns |
| Switching Power | 88.5 uW |
| Largest net degree at the start of global routing | 12 |
| Flop2flop setup slack | 1.78 ns |
| Global route overflow | 0 |
| ANT cells | 0 |
| Synthesis area per yosys | 1090 um2 |
| Final min period | 3.45 ns |
| Max-cap violation count | 0 |
| Final core utilization | 0.232 |
| GR Util All Layers | 0.0423 |
| Required time worst endpoint | 2.80 ns |
| DR WL/cell | 9.99 um |
| Initial Utilization | 0.169 |
| Mapped Avg Cell Area | 9.99 um2 |
| Share of layout cells above drive strength 1 | 0.144 |
| Static leakage power | 0.000538 uW |
| Clock transition at path regs | 0.06 ns |
| Sequential share of power | 0.507 |
| H-tree lvl count | 1 |
| Synthesized instance count | 109 |
| Worst Clk Skew | 0.00651 ns |
| Internal power | 337 uW |
| Detailed Place HPWL | 1780 um |
| Final-report hold violation count | 0 |
| Vias per cell | 3.81 |
| Measured slew at the worst slew-check pin | 0.508 ns |
| Via count | 824 |
| Top Layout Cells | clkdlybuf4s50_1 (27), dfxtp_1 (18), nand2_1 (12), xnor2_1 (12), ha_1 (7) |
| CTS tree | yes |
| Global-route wire length before repair | 3710 um |
| Top cell type by total area after synthesis | dfxtp_1 |
| Clock root buffer | clkbuf_8 |
| Largest register FFs | 19 |
| Vias in the first global route | 837 |
| Ys Warns | 2 |
| Maximum root-to-sink buffer count | 2 |
| Drt initial violations | 16 |
| Routed Antenna Nets | 0 |
| Initial antenna violation count | 0 |
| Chip width | 102 um |
| Hold slack | 0.413 ns |
| Die H | 102 um |
| Post-synth regs | 19 |
| Clk latency of the worst-skew pair | 0.25 ns |
| Reg with most FFs | counter |
| Max Freq | 290 MHz |
| Design Power | 426 uW |
| Area growth, synth to finish | 37.5% |
| Max VDD drop | 0.300 mV |
| Total Routed Length | 2160 um |
| Setup crit start kind | input port |
| Drt pass-1 iters | 2 |
| Log Warnings | 30 |
| RSZ-0062 raised after global routing | true |
| Cell Pwr Density | 285 nW/um2 |
| Sequential area share after synthesis | 0.349 |
| Biggest regs | counter (19) |
| Switching part of the total power | 0.208 |
| Cycle use final | 0.987 |
| Crit path kind | in2out |
| Die Size | 10,400 um2 |
| Setup TNS | 0 ns |
| Clock power share | 0.349 |
| Crit Path Max Fanout | 2 |
| IO buf count | 27 |
| Core ar. | 6460 um2 |
| Rel. slew slack | 0.661 |
| Rows | 29 |
| Sink Count | 19 |
| Routability Congestion | 0.816 |
| Ports | 29 |
| Top logic cell by instance count in the layout | clkdlybuf4s50_1 |
| TritonCTS buffer count | 3 |
| Dominant cell area share | 0.349 |
| Final setup viols | 0 |
| Number of remaining DRC errors | 0 |
| Critical Path End Type | primary output |
| Logic pwr share | 0.144 |
-- worst max-delay path, stage by stage --
cell,delay [ns]
clkdlybuf4s50_1,0.41
mux4_1,0.54
ha_1,0.20
mux2_2,0.26
o21ai_0,0.16
clkdlybuf4s50_1,0.49
-- what timing repair did --
item | 4_1_cts | 5_1_grt
resized | 0 | 4
setup buffers | 0 | 1
hold buffers | 0 | 0
endpoints found under the setup margin | 0 | 4
-- cells in the mapped netlist (all sizes together) --
cell type,n
conb,1
xnor2,12
nor2b,2
nor3b,1
inv,6
a22o,1
buf,4
and3,1
dfxtp,19
mux4,5
mux2,2
o21ai,1
xor2,5
a22oi,1
or2,2
ha,7
o31ai,1
a31oi,1
nand3,6
nand2b,2
nand2,12
nor4,1
or2b,1
o21a,2
nand4,3
o22ai,3
and4,2
a211oi,1
nor2,4
-- metrics by stage --
step	worst slack, ns	instances	cell area (um2)
finish	0.0471	216	1500
global route	-0.0331	216	1500
CTS	0.0195	215	1490
detailed placement	0.0203	211	1440
global placement	0.0277	211	1440
floorplan	0.992	109	1090
-- cell type report --
class	count	area (um2)
Sequential cell	19	382
Tap cell	77	96.3
Clock buffer	3	41.3
Inverter	6	22.5
Fill cell	690	4960
Clock inverter	1	5.00
Timing Repair Buffer	30	293
Multi-Input combinational cell	80	657
-- per-layer routing --
metal,GRT usage,share of wire,vias to the layer above
li1,-,-,440
met1,0.0556,0.48,363
met2,0.0696,0.44,19
met3,0.0130,0.074,2
met4,0.00434,0.0037,0
met5,0,0,-
-- logic make-up (layout without fill, tap and decap cells) --
family | count (synthesis) | count (layout) | share of synthesized area
and+or+nand+nor | 37 | 37 | 0.182
DFF | 19 | 19 | 0.349
xor gates and xnor gates | 17 | 17 | 0.137
AOI/OAI and AO/OA | 11 | 11 | 0.0701
buffers and inverters | 10 | 40 | 0.0471
adders and majority gates | 7 | 7 | 0.0805
muxes | 7 | 7 | 0.131
other | 1 | 1 | 0.00344
-- power groups by stage --
stage,Sequential [uW],Clock (uW),Combinational (uW)
4_1_cts,216,156,61.2
5_1_grt,216,170,68.3
6_report,216,149,61.2
-- final timing paths --
kind                                    end       start  depth (start not counted)
worst max register to register  counter[18]  counter[0]                          5
worst min-delay path             counter[0]  counter[0]                          1
worst max-delay path            segments[3]        A[5]                          6
worst min register to register   counter[0]  counter[0]                          1
Power is estimated from default activity; no workload was simulated.
